### design.v
`timescale 1ns / 1ps
module forwarding_unit(
		input [4:0] ID_EXE_read_reg1,
		input [4:0] ID_EXE_read_reg2,
		input [31:0] ID_EXE_ALU_A,
		input [31:0] ID_EXE_ALU_B,
		input [31:0] ID_EXE_data_out,
		input ID_EXE_mem_w,
		input EXE_MEM_reg_write,
		input [4:0] EXE_MEM_written_reg,
		input [31:0] EXE_MEM_ALU_out,
		input MEM_WB_reg_write,
		input [4:0] MEM_WB_written_reg,
		input [31:0] WB_wt_data,
		output reg [31:0] forwarding_ALU_A,
		output reg [31:0] forwarding_ALU_B,
		output reg [31:0] forwarding_data_out
    );
	reg forwarding_flag_A;
	reg forwarding_flag_B;
	reg forwarding_flag_data;
	always @(*)begin
		forwarding_ALU_A = ID_EXE_ALU_A;
		forwarding_ALU_B = ID_EXE_ALU_B;
		forwarding_data_out = ID_EXE_data_out;
		forwarding_flag_A=0;
		forwarding_flag_B=0;
		forwarding_flag_data=0;
		if (EXE_MEM_reg_write == 1'b1 && EXE_MEM_written_reg != 0 && 
		  EXE_MEM_written_reg == ID_EXE_read_reg1) begin
			forwarding_ALU_A = EXE_MEM_ALU_out;
			forwarding_flag_A=1;
		end
		else if (MEM_WB_reg_write == 1'b1 && MEM_WB_written_reg != 0 && 
		  MEM_WB_written_reg == ID_EXE_read_reg1) begin
			forwarding_ALU_A = WB_wt_data;
			forwarding_flag_A=1;
		end	
		if (EXE_MEM_reg_write == 1'b1 && EXE_MEM_written_reg != 0 && 
		  EXE_MEM_written_reg == ID_EXE_read_reg2) begin
			if (ID_EXE_mem_w == 0) begin  
				forwarding_ALU_B = EXE_MEM_ALU_out;
				forwarding_flag_B=1;
			end
			else begin  
				forwarding_data_out = EXE_MEM_ALU_out;
				forwarding_flag_data=1;
			end
		end
		else if (MEM_WB_reg_write == 1'b1 && MEM_WB_written_reg != 0 && 
		  MEM_WB_written_reg == ID_EXE_read_reg2)
			if (ID_EXE_mem_w == 0) begin  
				forwarding_ALU_B = WB_wt_data;
				forwarding_flag_B=1;
			end
			else begin  
				forwarding_data_out = WB_wt_data;
				forwarding_flag_data=1;
			end
	end
endmodule
### constraint.sdc
current_design forwarding_unit

set clk_period 17.2
set clk_io_pct 0.2

create_clock -name clk0 -period $clk_period

set non_clock_inputs [all_inputs -no_clocks]
set_input_delay [expr $clk_period * $clk_io_pct] -clock clk0 $non_clock_inputs
set_output_delay [expr $clk_period * $clk_io_pct] -clock clk0 [all_outputs]
### config.mk
export PLATFORM = sky130hd
export DESIGN_NAME = forwarding_unit
export DESIGN_NICKNAME = forwarding_unit
export VERILOG_FILES = /design/flow/design.v
export SDC_FILE = /design/flow/constraint.sdc
export NUM_CORES = 4
export LEC_CHECK = 1
export CORE_AREA = 10 10 147 147
export DIE_AREA = 0 0 157 157
### run.sh
#!/bin/bash
# OpenROAD 26Q1-2900-gdf79404cd8, Yosys 0.63+post, stock flow scripts
make -C /OpenROAD-flow-scripts/flow DESIGN_CONFIG=/design/flow/config.mk WORK_HOME=/design/flow/orfs finish
==> results.txt <==
Flow results.

- The critical path maximum fanout is 34.
- Summed over its instances, the top area cell type makes up 27.9% of the synthesized netlist area.
- The total antenna diodes in the routed design is 0.
- The parity-gate share of the synthesized area counting xor and xnor cells is 7.74%.
- The sequential cells in the finished layout cover a total of 0 um2.
- The number of setup buffers added after CTS is 0.
- For the worst min-delay path, the startpoint reported by OpenROAD is ID_EXE_data_out[11].
- The flop count is 0.
- The number of antenna violations at the first check in global routing is 0.
- STA shows the worst min-delay path finishing at forwarding_data_out[11].
- The buffer_ports step reported a buffer count of ~280.
- According to the floorplan log, the row count is 50.
- The tool flagged a number of max-cap violations equal to 0.
- After synthesis, flip-flops and latches occupy 0% of the total area.
- Yosys reports that the most numerous cell types are 63 x mux2i_1, 62 x a2bb2oi_1, 35 x or4_1.
- The pin closest to its max-slew limit shows a slew of about 0.71 ns.
- The finished cells cover ~0.0052 mm2.
- Data on the critical path is required at its endpoint by around 14 ns.
- The area growth from synthesis to layout is 130%.
- According to the hold report, the worst path is of the primary input to output port type.
- The horizontal die dimension reported for this design is between 150 and 200 um.
- The number of top-level pins is 279.
- In this run, post-CTS repair resized a total of 0 instances.
- The cell-mix breakdown from Yosys lists the adder-cell area share as 0%.
- The number of cells produced by synthesis is 296.
- After floorplanning, the die was sized to cover 0.0246 mm2.
- After detailed routing, the total wire length is 15.9 mm.
- In the synthesized netlist, mux cells make up 28.5% of the area.
- The final tally of max-slew violations is 0.
- The die boundary height is 157 um.
- Setup repair after global routing left no endpoint under its margin.
- The share of total power dissipated in the clock network is 0%.
- The worst setup path is captured at an output port.
- The overall power is 0.113 mW.
- At the worst endpoint, the arrival time is 7.05 ns.
- The switching power is 0.0350 mW.
- Checking max transition, the worst relative margin is 53.0%.
- The routed design shows a wire length per standard cell of 20.3 um.
- The overall routing resource usage is 11.8%.
- The share of power burned in registers is 0%.
- Summing all placed instances gives a cell area of between 0.005 and 0.006 mm2.
- The share of the core area taken by cells at floorplan is 12.2%.
- The script logs the ratio of routed vias to standard cells as approximately 4.4.
- Among all cell types in the netlist, the one instantiated most often is mux2i_1.
- The hold buffer count at cts is 0.
- The share of total power dissipated in combinational logic is 100.0%.
- The placed wire-length estimate is 12.8 mm.
- The maximum clock rate is 95.4 MHz.
- The remaining global-route overflow is 0.
- A synthesized cell averages 7.65 um2.
- The internal power is 0.0775 mW.
- The multi-input combinational cells in the finished layout cover a total of 0.00204 mm2.
- The number of clock buffers in the layout is 0.
- The filler cells instantiated in the layout total 1957.
- The number of setup violations in the final report is 0.
- The area share of and-or/or-and cells after synthesis is 34.2%.
- The via count of the first global-routing pass is 3675.
- The biggest area consumer among synthesized cells is mux2i_1.
- The final sum of negative setup slack is 0 ns.
- Nets still carrying antenna violations after routing amount to 0.
- The flow ran to the end, and the final reports show no timing, DRC or antenna violations.
- The main area contributors are mux2i_1 28%, a2bb2oi_1 24%, or4_1 12%.
- The yosys cell count is 296.
- The instance count along the most critical hold path is 3.
- After its last routability iteration, the placer logged a weighted congestion of 0.815.
- The number of distinct library cells after synthesis is 21.
- For this design the static power due to leakage is 1.96 nW.
- The initial DRC count is 123.
- The yosys synthesis chip area is around 0.0023 mm2.
- The largest net degree at the start of global routing is roughly 65.
- The DRC violations left is 0.
- The simple-gate portion of the synthesized area is between 10% and 20%.
- The element type at the critical path start is a primary input.
- The worst setup path is of the primary input to output port kind.
- The worst-case vdd ir drop is roughly 6.6 uV.
- The layout summary lists the proportion of cells stronger than drive strength 1 as around 3.6%.
- Across all stage logs, warnings added up to 32.
- The prevailing logic family in the synthesized netlist is AND-OR/OR-AND gates.
- The summed instance area of the synthesized netlist is 0.00226 mm2.
- Total power normalized to cell area comes to around 22 mW/mm2.
- In this run switching power makes up 31.1% of total power.
- The warning count from the yosys run is 1.
- The count of final hold-check violations is 0.
- The global-route wire length before repair is approximately 23 mm.
- The clock period minus worst slack is 10.49 ns.
- On the final layout, the worst hold slack is 7.81 ns.
- After floorplanning, the core was sized to cover 0.0186 mm2.
- The routed via count is 3433.
- The first-pass iteration count of the detailed router is 4.
- The ratio of final minimum period to clock period is approximately three fifths.
## power groups by stage
stage / sequential [mW] / combinational, mW / clock [mW]
finish: 0 / 0.113 / 0
global route: 0 / 0.121 / 0
CTS: 0 / 0.114 / 0
## worst max path at each step
stage,start,end,cells after the start
finish,EXE_MEM_written_reg[0],forwarding_ALU_B[31],9
global route,EXE_MEM_written_reg[0],forwarding_ALU_B[31],9
CTS,EXE_MEM_written_reg[0],forwarding_ALU_B[31],9
## critical path: stages
cell and delay [ns]:
clkdlybuf4s50_1 0.54, xnor2_1 0.14, nand3_1 0.09, or4_2 0.64, buf_4 0.35, a21oi_4 0.61, buf_4 0.37, a2bb2oi_1 0.31
clkdlybuf4s50_1 0.54
## per-layer routing
metal	vias up	share of wire, %	GRT usage, %
met2	136	54	22.9
met3	2	7.4	2.77
met4	0	0.13	0.225
met5	-	0	0
li1	1690	-	-
met1	1605	39	13.5
## stage by stage
step | util [%] | setup WS [ns] | cells
floorplan | - | 8.94 | 296
global placement | 28.0 | 6.59 | 784
detailed placement | 28.0 | 6.61 | 784
CTS | 28.0 | 6.60 | 784
global route | 28.0 | 6.49 | 784
finish | 28.0 | 6.71 | 784
## area by class of cell
| type | instances | area share, % |
|---|---|---|
| timing repair buffer | 290 | 55.1 |
| multi-input combinational | 259 | 39.2 |
| inverter | 1 | 0.0720 |
| tap | 234 | 5.62 |
## placed cells by master (no fill, tap or decap), types with 2 or more instances in the layout
cell type        count
mux2i_1             63
o22a_1               2
a21oi_1             32
or4_1               33
or4_2                2
a2bb2oi_1           62
buf_4               11
clkdlybuf4s50_1    278
nor2_1              32
nand3_1              4
a21oi_4              2
xnor2_1             14
xor2_1               6
## cells by family after synthesis
kind of cell           after synthesis
multiplexers                        64
AND-OR/OR-AND                      100
buffers and inverters               37
AND/OR/NAND/NOR                     75
XOR/XNOR                            20
Power is estimated from default activity; no workload was simulated.
