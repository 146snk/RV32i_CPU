`flow/config.mk`:
```
export PLATFORM = sky130hd
export DESIGN_NAME = ALU
export DESIGN_NICKNAME = ALU
export VERILOG_FILES = /design/flow/design.v
export SDC_FILE = /design/flow/constraint.sdc
export NUM_CORES = 4
export LEC_CHECK = 1
export CORE_UTILIZATION = 50
```
`flow/constraint.sdc`:
```
current_design ALU

set clk_period 15.9
set clk_io_pct 0.2

create_clock -name clk0 -period $clk_period

set non_clock_inputs [all_inputs -no_clocks]
set_input_delay [expr $clk_period * $clk_io_pct] -clock clk0 $non_clock_inputs
set_output_delay [expr $clk_period * $clk_io_pct] -clock clk0 [all_outputs]
```
`flow/design.v`:
```
`timescale 1ps / 1ps
module ALU(
	input [31:0] A,
	input [31:0] B,
	input [4:0] ALU_operation,
	output reg signed [31:0] res,
	output reg overflow,
	output wire zero
    );
	wire res_temp;
	assign res_temp = res;
	parameter one = 32'h00000001, zero_0 = 32'h00000000;
	wire signed [31:0] A_temp, B_temp;
	assign A_temp = A;
	assign B_temp = B;
    always @ (*) begin
		case (ALU_operation)
			5'b00000: begin	 
				res = A & B;
				overflow = 0;
			end
			5'b00001: begin	 
				res = A | B;
				overflow = 0;
			end
			5'b00010: begin	 
				res = A_temp + B_temp;
				if ((A[31] == 1 && B[31] == 1 && res[31] == 0) || (A[31] == 0 && B[31] == 0 && res[31] == 1))
					overflow = 1;
				else overflow = 0;
			end
			5'b00011: begin	 
				res = A_temp - B_temp;
				if ((A[31] == 1 && B[31] == 0 && res[31] == 0) || (A[31] == 0 && B[31] == 1 && res[31] == 1))
					overflow = 1;
				else overflow = 0;
			end
            5'b00100: begin  
                res = A ^ B;
                overflow = 0;
            end
			5'b00101: begin	 
				res = (A_temp < B_temp) ? one : zero_0;
				overflow = 0;
			end
            5'b00110: begin  
                res = (A < B) ? one : zero_0;
                overflow = 0;
            end
            5'b00111: begin  
                res = (A << B);
                overflow = 0;
            end
            5'b01000: begin  
                res = (A >> B);
                overflow = 0;
            end
            5'b01001: begin  
                res = (A_temp >> B);
                overflow = 0;
            end
			5'b01010: begin  
                res = (A_temp >= B_temp) ? one : zero_0;
                overflow = 0;
            end
            5'b01011: begin  
                res = (A >= B) ? one : zero_0;
                overflow = 0;
            end
			default: res = 32'hx;
		endcase
	end
	assign zero = (res == 0) ? 1 : 0;
endmodule
```
`flow/run.sh`:
```
#!/bin/bash
# OpenROAD 26Q1-2900-gdf79404cd8, Yosys 0.63+post, stock flow scripts
make -C /OpenROAD-flow-scripts/flow DESIGN_CONFIG=/design/flow/config.mk WORK_HOME=/design/flow/orfs finish
```
==> Slide: Implementation Results <==
Flow Results at a Glance

Worst hold path
  • WHS Path Cells: 4
  • Worst Min Path Start: B[30]
  • WHS Endpoint: res[30]
  • Hold Crit Class: input port to primary output

Finish
  • Max reg flops: 1
  • Multi-input logic area: 9085 µm²
  • Register Area: 15.01 µm²
  • Syn-to-layout area delta: 11.02%
  • Fraction of layout cells with a size suffix above 1: 0.09673
  • Final instance area: 11,040 µm²
  • Most frequent logic cell in the layout: nor2_1
  • Util after Layout: 0.5671
  • # fillers: 1,899
  • Most numerous logic cells after layout: nor2_1, a21oi_1, nand2_1

Final timing
  • RSZ-0062 raised after global routing: false
  • Final min period: 12.20 ns
  • Worst-margin pin slew: 0.9252 ns
  • Count of unclocked register or latch pins: 1
  • Slew HR: 0.3754
  • Setup_tns: 0 ns
  • Final hold viol count: 0
  • Final setup vio count: 0
  • Achievable Freq: 81.96 MHz
  • Period Utilization, post-route: 0.7674
  • Endpoints left unconstrained: 2
  • Final Max Tran Viols: 0

Synth
  • Area fraction in xor and xnor cells: 0.007048
  • Comb area leader: AND-OR/OR-AND gates
  • Dominant register cell: dlxtn_1
  • Synthesized instance count: 1,386
  • Mux frac, synth: 0.2229
  • Flops out of synthesis: 1
  • Synth Cell Area: 9942 µm²
  • Yosys cell count: 1,386
  • Basic Gates by Area: 0.2210
  • Asr flop ratio synth: 0
  • Adder Share, Synth: 0.1261
  • Complex Gates by Area: 0.3351
  • Area reported by Yosys stat: 9942 µm²
  • Distinct cells, synth: 86
  • Post-synth EDFFs: 0
  • Mean Syn Cell Area: 7.173 µm²
  • YS warnings: 1

Power
  • Total chip power: 381.5 µW
  • VDD IR-drop max: 16.35 µV
  • Seq pwr share: 0
  • Sw Ratio: 0.6044
  • Clock network power share: 0
  • Psw: 230.6 µW
  • Int Power: 150.9 µW
  • Leakage power: 4.359 nW
  • Power per cell area: 34.56 nW/µm²
  • Comb pwr share: 1.000

Critical path
  • Startpoint type of the worst setup path: input port
  • WP data arrival: 9.02 ns
  • Crit path kind: input port to primary output
  • Critical Path RT: 12.72 ns
  • Crit. End Element: primary output
  • Crit-path max FO: 25

Global routing
  • GRT Util Overall: 0.4653
  • Initial antenna violation count: 0
  • Pin count of the biggest net entering global routing: 51
  • Total gr overflow: 0
  • First-pass GRT wire length: 69.46 mm
  • Vias in the first global route: 11,150

Floorplan
  • Area of the core: 19,460 µm²
  • IO Pins: 103
  • Chip area: 20,450 µm²
  • Row count: 51
  • Die Width: 143.0 µm
  • Die height: 143.0 µm
  • FP Core Util: 0.5108

Detailed routing
  • # diodes: 0
  • DR vias: 12,315
  • Total Wirelength: 45.96 mm
  • Vias per cell: 7.370
  • DRC: 0
  • Post-route ant nets: 0
  • DR iter-0 viols: 1,304
  • Drt first pass iters: 6
  • Post-DR wirelength/cell: 27.50 µm

Place
  • HPWL Detailed: 35.89 mm
  • Area after DPL: 11,040 µm²
  • GP Congestion: 1.084
  • Port bufs: 103

Flow run
  • Tool warnings: 98
  • MaxCap Viol Count: 0

Clocking
  • PostCTS Resize Cnt: 0
  • Hold buffer count at CTS: 0
  • Postcts setup bufs: 0

Run status
  • Status: finished, final reports clean
area by class of cell:
type | instances | area share
Multi-Input combinational cell | 1173 | 0.8231
Tap cell | 265 | 0.03004
Sequential cell | 1 | 0.001360
Timing Repair Buffer | 130 | 0.1109
Inverter | 102 | 0.03469
power groups by stage:
stage | sequential, mW | combinational [mW] | clock, mW
6_report | 0.000177 | 0.381 | 0
5_1_grt | 0.000180 | 0.406 | 0
4_1_cts | 0.000180 | 0.368 | 0
cell families (layout without fill, tap and decap cells):
| group | after synthesis | after routing |
|---|---|---|
| XOR/XNOR | 8 | 8 |
| AND/OR/NAND/NOR | 448 | 448 |
| buffers and inverters | 212 | 232 |
| AND-OR/OR-AND | 480 | 480 |
| latches | 1 | 1 |
| multiplexers | 138 | 138 |
| adder cells (fa/ha/maj) | 99 | 99 |
worst max-delay path by stage:
stage,cells past startpoint,slack (ns),startpoint,to
CTS,16,3.89,B[4],zero
global route,16,3.42,B[4],zero
finish,16,3.70,B[4],zero
metal layers:
layer,track usage,routed length (µm),vias to the layer above
met5,0,0,-
met4,0.1800,2366,0
met3,0.1226,6170,154
met2,0.6796,19220,982
met1,0.6566,18200,5776
li1,-,-,5403
cell usage after synthesis (8+ instances only):
cell type	number	area, µm²
nor2_1	129	484.2
a21oi_1	108	540.5
nand2_1	101	379.1
ha_1	97	1214
inv_1	94	352.8
o21ai_0	81	405.4
clkbuf_1	80	300.3
mux4_2	64	1441
mux2i_1	47	470.5
nor3_1	42	210.2
o211ai_1	27	202.7
nand3_1	25	125.1
a21o_1	23	172.7
nand2b_1	23	143.9
nor4_1	23	143.9
a211oi_1	21	157.7
and3_1	20	125.1
a31oi_1	19	118.9
o221ai_1	18	157.7
mux2_2	17	191.4
nand4_1	16	100.1
nor2b_1	16	100.1
o31ai_1	16	120.1
or3_1	13	81.33
buf_2	11	55.05
o22ai_1	11	68.82
a211o_1	10	87.58
a221oi_1	10	87.58
mux2_1	10	112.6
a311oi_1	9	78.83
buf_1	9	33.78
nor3b_1	9	67.56
a2111oi_0	8	70.07
a221o_1	8	80.08
and2_1	8	50.05
o2111ai_1	8	70.07
o21a_1	8	60.06
o21bai_1	8	60.06
xnor2_1	8	70.07
worst max-delay path, stage by stage:
cell and delay (ns):
clkdlybuf4s50_1 0.45, buf_4 0.31, inv_1 0.45, ha_1 0.56, nor3b_1 0.08, a211oi_1 0.49, a21oi_1 0.25, o21bai_1 0.50
o31ai_1 0.14, or3b_2 0.47, a211o_1 0.29, or4_1 0.39, nor4_1 0.49, o2111ai_1 0.27, nor3_2 0.19, clkdlybuf4s50_1 0.47
per-stage QoR:
stage	hold slack, ns	setup WS, ns	std cells
final	7.645	3.699	1671
after global routing	7.702	3.422	1671
after CTS	7.653	3.894	1671
after detailed placement	7.648	3.891	1671
after global placement	7.652	3.970	1671
after floorplan	6.495	5.321	1386
Power is estimated from default activity; no workload was simulated.
