$ cat design/flow/config.mk
export PLATFORM = sky130hd
export DESIGN_NAME = Regs
export DESIGN_NICKNAME = Regs
export VERILOG_FILES = /design/flow/design.v
export SDC_FILE = /design/flow/constraint.sdc
export NUM_CORES = 4
export LEC_CHECK = 1
export CORE_UTILIZATION = 50
$ cat design/flow/constraint.sdc
current_design Regs

set clk_period 6.5
set clk_io_pct 0.2

create_clock -name clk0 -period $clk_period [get_ports {clk}]

set non_clock_inputs [all_inputs -no_clocks]
set_input_delay [expr $clk_period * $clk_io_pct] -clock clk0 $non_clock_inputs
set_output_delay [expr $clk_period * $clk_io_pct] -clock clk0 [all_outputs]
$ cat design/flow/design.v
`timescale 1ps / 1ps
module Regs(
		input clk,
		input rst,
		input [4:0] rd_addr_A, 
		input [4:0] rd_addr_B, 
		input [4:0] wt_addr, 
		input [31:0] wt_data, 
		input L_S,   
		output [31:0] rd_data_A, 
		output [31:0] rd_data_B
		);
	reg [31:0] register [1:31]; 					 
	integer i;
	assign rd_data_A = (rd_addr_A == 0) ? 0 : register[rd_addr_A]; 	   
	assign rd_data_B = (rd_addr_B == 0) ? 0 : register[rd_addr_B];     
	always @(negedge clk or posedge rst) begin
		if (rst == 1) begin 							 
		    for (i=1; i<32; i=i+1)
				register[i] <= 0;
		end 
		else begin
		    if ((wt_addr != 0) && (L_S == 1))  
		        register[wt_addr] <= wt_data;
		end
	end
endmodule
$ cat design/flow/run.sh
#!/bin/bash
# OpenROAD 26Q1-2900-gdf79404cd8, Yosys 0.63+post, stock flow scripts
make -C /OpenROAD-flow-scripts/flow DESIGN_CONFIG=/design/flow/config.mk WORK_HOME=/design/flow/orfs finish
==> flow_summary.toml <==
# implementation run metrics
[floorplanning]
rows = 115
floorplan.initialDensity = 0.5034
die_width_um = 316.6
io-pin-count = 114
chip_area_um2 = 100200
die_h_um = 316.6
design.core.area_um2 = 98280

[run]
warnings = 28
cap_viol_max_count = 0

[drt]
routed_wire_length_per_instance_um = 42.99
detailedRoute.firstIterationViolations = 4961
drt_pass1_iterations = 7
wl_mm = 253.6
antenna_left = 0
routed_via_density = 7.428
via_count = 43820
drc = 0

[power_and_ir_drop]
power.static_leakage_nw = 26.75
power.density_cell_area_nw_per_um2 = 296.2
p_total_w = 0.01814
power.ir.vdd_worst_uv = 246.4

[placed_design]
placement.io_buffers = 113
gp_congestion = 1.039
dp.final_hpwl_mm = 157.1
post_dp_cell_area_um2 = 55640

[final_timing]
timing.final.setup_violations = 33
setup_repair_after_global_routing_missed_its_margin = "yes"
maxSlewViolCount = 0
max_slew.worst_pin.slew_ns = 1.061
maxSlewHeadroom = 0.2901
post-route-worst-setup-slack_ns = -0.4296
timing_hold_violations_final = 0
worst_clock_skew_ns = 0

[setup_path]
setup.reg_to_reg.worst_slack_ns = 5.37
critical_path.n_buffers_inverters = 1
worst_ep_arrival_time_ns = 5.63
worst_r2r_endpoint = "register[21][17]"
ff2ff_path_depth = 4
worstSetupStartpoint = "register[14][23]"
max_stage_delay_ns = 0.35
critPathMaxFanout = 2
timing.critical_path.cells = "nor4bb_2, a31oi_1, o32ai_2, a221oi_2, and3_1, a31oi_4, buf_2"
worst-path-stages = 7
timing_worst_setup_path_type = "flop to output pin"
slowest_stage = "dfrtn_1"
start_kind = "flop"
worst_setup_path_endpoint = "rd_data_A[23]"
crit_path_end_kind = "output pin"
timing.rr.start = "register[21][17]"
critPathTopFamily = "AND-OR/OR-AND gates"
worst-endpoint-required_ns = 5.20

[clocking]
clk_root_buffer_cell = "clkbuf_16"
cts_tree = "yes"
cts_inserted_buffers = 109
clk_latency_ns = 0.67
path_clk_slew_ns = 0.05
cts_stage_hold_buffer_count = 0
max_clock_buf_depth = 3
cts_max_level = 3
clkSinkCount = 992

[synthesis]
ys_cells = 4196
ys_area_um2 = 49470
post_synth.cell_area_avg_um2 = 11.79
ys_seq_elements = 992
syn_inst = 4196
number_of_enable_type_register_cells_in_the_synthesized_netlist = 0
post_synth_instance_area_um2 = 49470
synth-async-reset-ratio = 1.000
yosys.cell_types.count = 63
count_of_yosys_warnings_during_synthesis = 2
yosys.stat.seqShare = 0.5018
synthFlopType = "dfrtn_1"

[layout]
drive_gt1_frac = 0.4518
largest_register_ffs = 992
sequential_cell_area_um2 = 24820
final_design_area_no_fill_um2 = 61260
register_with_the_most_flip_flops = "register"
layout_top_cell_excl_fill_tap = "dfrtn_1"
nFillCells = 7579
areaGrowthSynthToFinish_pct = 23.83
area.combinational_um2 = 24500
largest_registers = "register x992"
layout_top_cells_excl_fill_tap = "992 x dfrtn_1, 985 x mux2_2, 743 x a22oi_1"

[hold_path]
hp-class = "flop to flop"

[global_route]
grt_start_max_net_pins = 97
grt_remaining_overflow = 0
grt_pass1_vias = 43260
globalRouteTotalUtil = 0.5350
grt_antenna_before_repair = 6
grt_first_pass_wirelength_mm = 347.5

[outcome]
violations = "setup timing"
run_status = "finished, violations left"
==> layout make-up <==
class | instances | share of cell area
repair buffers | 624 | 0.1042
clock buffers | 154 | 0.05136
clock inverters | 51 | 0.01211
flip-flops and latches | 992 | 0.4052
well taps | 1287 | 0.02628
diodes | 10 | 0.0004085
multi-input cells | 2774 | 0.4000
inverters | 7 | 0.0004902
==> synthesized netlist by cell type, types with 17 or more instances <==
library cell | n | area, um2
nor2_1 | 117 | 439.2
a22oi_1 | 788 | 5916
nand2_1 | 196 | 735.7
buf_1 | 32 | 120.1
dfrtn_1 | 992 | 24820
a22o_1 | 17 | 148.9
mux2_2 | 988 | 11130
a31oi_1 | 23 | 143.9
buf_4 | 27 | 202.7
nor4_1 | 17 | 106.4
nor3_1 | 68 | 340.3
nand4_1 | 100 | 625.6
clkbuf_1 | 175 | 656.9
buf_2 | 184 | 920.9
a21oi_1 | 165 | 825.8
a222oi_1 | 45 | 450.4
nand3_1 | 63 | 315.3
o21ai_0 | 19 | 95.09
a221oi_1 | 20 | 175.2
==> power breakdown <==
| group | switching, W | leakage [nW] | internal, W |
|---|---|---|---|
| Sequential | 0.00112 | 12.7 | 0.00749 |
| Combinational | 0.00130 | 12.2 | 0.00150 |
| Clock | 0.00276 | 1.89 | 0.00398 |
==> layer usage <==
metal | vias up | part of all wire | track usage
li1 | 16800 | - | -
met1 | 21930 | 0.34 | 0.6772
met2 | 3723 | 0.40 | 0.7035
met3 | 1345 | 0.17 | 0.3300
met4 | 18 | 0.087 | 0.3192
met5 | - | 0.0015 | 0.02841
==> metrics by stage <==
stage	hold slack, ns	cells	setup TNS [ns]	utilization	setup slack, ns
4_1_cts	0.4786	5869	-5.196	0.6175	-0.3738
6_report	0.4789	5899	-4.160	0.6234	-0.4296
3_5_place_dp	0.4716	5599	-98.09	0.5662	-0.2538
3_3_place_gp	0.4616	5599	-106.31	0.5662	-0.2802
5_1_grt	0.4896	5890	-6.685	0.6232	-0.4455
2_1_floorplan	0.4405	4196	-	-	-11.34
==> how the worst min path moves through the flow <==
| stage | from | end | slack (ns) | cells after the start |
|---|---|---|---|---|
| 4_1_cts | register[24][30] | register[24][30] | 0.48 | 1 |
| 5_1_grt | register[13][31] | register[13][31] | 0.49 | 1 |
| 6_report | register[4][3] | register[4][3] | 0.48 | 1 |
==> kinds of logic (layout without fill, tap and decap cells) <==
logic type,after synthesis,count (layout),synth area share
compound gates,1111,1111,0.1625
mux,1005,1005,0.2285
flops,992,992,0.5018
simple gates,658,658,0.06712
buf+inv,430,836,0.04008
other cells,0,10,0
==> what timing repair did <==
| action | 4_1_cts | 5_1_grt |
|---|---|---|
| buffers inserted | 72 | 22 |
| setup endpoints to repair | 64 | 62 |
| resized | 389 | 98 |
| pin swaps | 265 | 182 |
| gates cloned | 0 | 0 |
Power and IR drop assume default switching activity.
